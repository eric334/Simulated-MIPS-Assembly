[flow/design.v]
module dmem(input          clk, we,
            input   [31:0] a, wd,
            output  [31:0] rd);
	reg [31:0] RAM [63:0];
	assign rd = RAM[a[31:2]];
	always @(posedge clk) begin
		if(we) begin
			RAM[a[31:2]] <= wd;
		end
	end
endmodule
module imem(input   [5:0]  a,
            output  [31:0] rd);
  reg [31:0] RAM[63:0];
  initial
    begin
      $readmemh("memfile2.dat",RAM);  
    end
  assign rd = RAM[a];  
endmodule
[flow/memfile2.dat]
34088000
20098000
350a8001
11090005
0128582a
15600001
08000009
01485022
350800ff
016a5820
01484022
ad680052
[flow/run.sh]
#!/bin/bash
# OpenROAD 26Q1-2900-gdf79404cd8, Yosys 0.63+post, stock flow scripts
make -C /OpenROAD-flow-scripts/flow DESIGN_CONFIG=/design/flow/config.mk WORK_HOME=/design/flow/orfs finish
[flow/config.mk]
export PLATFORM = sky130hd
export DESIGN_NAME = dmem
export DESIGN_NICKNAME = dmem
export VERILOG_FILES = /design/flow/design.v
export SDC_FILE = /design/flow/constraint.sdc
export NUM_CORES = 4
export LEC_CHECK = 1
export CORE_UTILIZATION = 40
[flow/constraint.sdc]
current_design dmem

set clk_period 40.2
set clk_io_pct 0.2

create_clock -name clk0 -period $clk_period [get_ports {clk}]

set non_clock_inputs [all_inputs -no_clocks]
set_input_delay [expr $clk_period * $clk_io_pct] -clock clk0 $non_clock_inputs
set_output_delay [expr $clk_period * $clk_io_pct] -clock clk0 [all_outputs]
==> impl_metrics.xml <==
<?xml version="1.0" encoding="UTF-8"?>
<metrics>
  <group name="clock_network">
    <metric name="postCtsSetupBuffers" unit="">0</metric>
    <metric name="cts_inserted_buffers" unit="">201</metric>
    <metric name="post_cts.resized_instances" unit="">0</metric>
    <metric name="clock_path_buffers" unit="">3</metric>
    <metric name="cts-htree-levels" unit="">4</metric>
    <metric name="post_cts_hold_buffer_count" unit="">0</metric>
    <metric name="tritoncts" unit="">yes</metric>
    <metric name="cts.root.buffer_cell" unit="">sky130_fd_sc_hd__clkbuf_16</metric>
    <metric name="clk_pin_slew" unit="ns">0.06</metric>
    <metric name="number_of_sinks_driven_by_the_clock_tree" unit="">2048</metric>
  </group>
  <group name="flow_run">
    <metric name="openroad.warnings" unit="">52</metric>
    <metric name="cap_violations" unit="">0</metric>
  </group>
  <group name="cells_and_area">
    <metric name="count_of_filler_cells_inserted_in_the_layout" unit="">16049</metric>
    <metric name="final-seq-area" unit="um^2">61500</metric>
    <metric name="finalNonFillerCells" unit="">7085</metric>
    <metric name="syn_to_final_growth" unit="%">13.7</metric>
    <metric name="area.combinational" unit="um^2">16100</metric>
    <metric name="final_layout_size_suffix_gt1_share" unit="%">18.1</metric>
    <metric name="largest_register_ffs" unit="">2048</metric>
    <metric name="core_occupancy_in_the_finished_layout" unit="%">45.8</metric>
  </group>
  <group name="detailed_routing">
    <metric name="antenna_violating_nets_post_route" unit="">0</metric>
    <metric name="routed-via-count" unit="">41415</metric>
    <metric name="dr.first_iter.drc_count" unit="">2940</metric>
    <metric name="detailedRoute.firstPassIterationCount" unit="">6</metric>
    <metric name="drt_wl_total" unit="um">206000</metric>
    <metric name="route.detailed.drc" unit="">0</metric>
    <metric name="via_per_inst" unit="">5.85</metric>
    <metric name="wl_per_cell" unit="um">29.1</metric>
  </group>
  <group name="setup_path">
    <metric name="critical_path.top_delay_family" unit="">buffers and inverters</metric>
    <metric name="cp-end-kind" unit="">output pin</metric>
    <metric name="crit_buf_inv" unit="">6</metric>
    <metric name="critical_path.slowest_cell" unit="">sky130_fd_sc_hd__buf_4</metric>
    <metric name="worst-path-max-fanout" unit="">66</metric>
    <metric name="crit_required" unit="ns">32.16</metric>
    <metric name="critPathArrivalTime" unit="ns">13.46</metric>
    <metric name="critical_path_cell_count" unit="">11</metric>
    <metric name="cpMostUsedCell" unit="">sky130_fd_sc_hd__buf_4</metric>
    <metric name="startpoint_type" unit="">primary input</metric>
    <metric name="critPathKind" unit="">in -&gt; out</metric>
    <metric name="critPathMaxStageDelay" unit="ns">0.65</metric>
    <metric name="critical_path.cell_chain" unit="">buf_8 -&gt; buf_4 -&gt; buf_4 -&gt; buf_4 -&gt; buf_4 -&gt; mux2_2 -&gt; a21oi_1 -&gt; o221ai_1 -&gt; a221o_1 -&gt; or3_1 -&gt; clkdlybuf4s50_1</metric>
  </group>
  <group name="timing">
    <metric name="setup-violations-final" unit="">0</metric>
    <metric name="timing_worst_slew_pin_value" unit="ns">0.953</metric>
    <metric name="fin_crit_sh" unit="%">53.5</metric>
    <metric name="fmax" unit="MHz">46.5</metric>
    <metric name="timing_hold_violations_final" unit="">0</metric>
    <metric name="slew_headroom" unit="%">36.3</metric>
    <metric name="count_of_pins_over_their_slew_limit" unit="">0</metric>
    <metric name="hold_slack" unit="ns">7.86</metric>
    <metric name="post-route-min-period" unit="ns">21.50</metric>
    <metric name="rsz0062_at_grt" unit="">false</metric>
    <metric name="tns" unit="ns">0</metric>
  </group>
  <group name="yosys">
    <metric name="cell_total_in_the_yosys_stat_output" unit="">4207</metric>
    <metric name="top_area_cell" unit="">sky130_fd_sc_hd__edfxtp_1</metric>
    <metric name="post_synth_inst_count" unit="">4207</metric>
    <metric name="post_synth_main_area_contributors" unit="">sky130_fd_sc_hd__edfxtp_1 (79%), sky130_fd_sc_hd__mux2i_1 (3.3%), sky130_fd_sc_hd__mux4_2 (2.8%)</metric>
    <metric name="synth_largest_type_area_fraction" unit="%">78.6</metric>
    <metric name="synth.yosys.seq_area_share" unit="%">78.6</metric>
    <metric name="area_reported_by_yosys_stat" unit="um^2">78300</metric>
    <metric name="synth.avg_cell_area" unit="um^2">18.6</metric>
    <metric name="postSynth.asyncResetShare" unit="%">0</metric>
    <metric name="top_cell" unit="">sky130_fd_sc_hd__edfxtp_1</metric>
    <metric name="yosys.cell_types.count" unit="">55</metric>
    <metric name="synth-warning-count" unit="">1</metric>
    <metric name="synth.ff_latch_count" unit="">2048</metric>
    <metric name="syn-cell-area" unit="um^2">78300</metric>
    <metric name="ys_top_cells_by_count" unit="">sky130_fd_sc_hd__edfxtp_1 (2048), sky130_fd_sc_hd__mux2i_1 (259), sky130_fd_sc_hd__a22oi_1 (188)</metric>
    <metric name="synth-edff-count" unit="">2048</metric>
    <metric name="synth_top_flop_cell" unit="">sky130_fd_sc_hd__edfxtp_1</metric>
  </group>
  <group name="floorplan">
    <metric name="io_pins" unit="">98</metric>
    <metric name="core-area" unit="um^2">195000</metric>
    <metric name="die_w" unit="um">444</metric>
    <metric name="fp_util" unit="%">40.2</metric>
    <metric name="placementRows" unit="">162</metric>
    <metric name="die_area" unit="um^2">197000</metric>
    <metric name="die.size.y" unit="um">444</metric>
  </group>
  <group name="placed_design">
    <metric name="port_buffers" unit="">71</metric>
    <metric name="dp_hpwl" unit="um">113000</metric>
    <metric name="finalWeightedCongestion" unit="">0.866</metric>
    <metric name="placedCellCount" unit="">6715</metric>
  </group>
  <group name="global_route">
    <metric name="grt_pass1_wl" unit="um">299000</metric>
    <metric name="globalRouteOverflowTotal" unit="">0</metric>
    <metric name="grt_pass1_vias" unit="">43896</metric>
    <metric name="track_usage" unit="%">22.9</metric>
    <metric name="pin_count_of_the_biggest_net_entering_global_routing" unit="">95</metric>
    <metric name="antenna_violations_before_repair" unit="">3</metric>
  </group>
  <group name="min_path">
    <metric name="worstHoldEndpoint" unit="">RAM[49][8]$_DFFE_PP_</metric>
    <metric name="whs_path_depth" unit="">2</metric>
    <metric name="holdCritStartpoint" unit="">wd[8]</metric>
    <metric name="worstHoldPathType" unit="">in -&gt; reg</metric>
  </group>
  <group name="power">
    <metric name="vdd_drop_max" unit="mV">0.0444</metric>
    <metric name="report.power.total" unit="mW">4.39</metric>
    <metric name="power.static_leakage" unit="nW">28.3</metric>
    <metric name="p_per_area" unit="nW/um^2">49.3</metric>
  </group>
  <group name="run_status">
    <metric name="run_status" unit="">finished clean</metric>
  </group>
</metrics>
[routing by layer]
layer | GRT usage, % | routed length, um | part of all wire (%)
met1 | 28.7 | 70600 | 34
met2 | 33.6 | 96800 | 47
met3 | 15.4 | 31600 | 15
met4 | 6.53 | 7210 | 3.5
met5 | 0.488 | 136 | 0.066
[worst max path at each step]
stage,slack (ns),endpoint,start
after CTS,18.70,rd[30],a[4]
after global routing,18.50,rd[0],a[4]
final,18.70,rd[30],a[4]
[where the power goes]
group          total (mW)  switching (mW)  internal (mW)
clock                1.79           0.783           1.01
sequential           2.37         0.00288           2.36
combinational       0.232           0.156         0.0753
[cells by family (layout without fill, tap and decap cells)]
kind of cell | after synthesis | in the layout | share of synthesized area (%)
AOI/OAI and AO/OA | 933 | 933 | 8.73
buffers and inverters | 300 | 635 | 1.70
DFF | 2048 | 2048 | 78.6
muxes | 502 | 502 | 8.19
other | 0 | 1 | 0
and+or+nand+nor | 424 | 424 | 2.83
[final cells by class]
| class | count | share of cell area [%] |
|---|---|---|
| flip-flops and latches | 2048 | 69.1 |
| multi-input cells | 1859 | 18.1 |
| clock buffers | 262 | 5.95 |
| inverters | 2 | 0.0169 |
| diodes | 1 | 0.00281 |
| clock inverters | 107 | 1.04 |
| repair buffers | 264 | 2.29 |
| well taps | 2542 | 3.57 |
[stage by stage]
step,cell area (um^2),setup WS (ns)
3_3_place_gp,82800,18.72
4_1_cts,89000,18.70
3_5_place_dp,82800,18.70
5_1_grt,89000,18.50
2_1_floorplan,78300,22.01
6_report,89000,18.70
[placed cells by master (no fill, tap or decap), types with 84 or more instances in the layout]
master / count
sky130_fd_sc_hd__a22oi_1: 188
sky130_fd_sc_hd__clkbuf_16: 203
sky130_fd_sc_hd__mux2i_1: 259
sky130_fd_sc_hd__mux4_2: 96
sky130_fd_sc_hd__and3_1: 85
sky130_fd_sc_hd__a221oi_1: 175
sky130_fd_sc_hd__a21oi_1: 121
sky130_fd_sc_hd__o22ai_1: 93
sky130_fd_sc_hd__buf_4: 191
sky130_fd_sc_hd__mux2_2: 147
sky130_fd_sc_hd__edfxtp_1: 2048
sky130_fd_sc_hd__o21ai_0: 84
Power is estimated from default activity; no workload was simulated.
